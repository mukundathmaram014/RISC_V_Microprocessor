===== ./run.sh =====
#!/bin/bash
# OpenROAD 26Q1-2900-gdf79404cd8, Yosys 0.63+post, stock flow scripts
make -C /OpenROAD-flow-scripts/flow DESIGN_CONFIG=/design/flow/config.mk WORK_HOME=/design/flow/orfs finish

===== ./config.mk =====
export PLATFORM = sky130hd
export DESIGN_NAME = dram
export DESIGN_NICKNAME = dram
export VERILOG_FILES = /design/flow/design.v
export SDC_FILE = /design/flow/constraint.sdc
export NUM_CORES = 4
export LEC_CHECK = 1
export CORE_UTILIZATION = 30

===== ./constraint.sdc =====
current_design dram

set clk_period 10.7
set clk_io_pct 0.2

create_clock -name clk0 -period $clk_period [get_ports {CLK}]

set non_clock_inputs [all_inputs -no_clocks]
set_input_delay [expr $clk_period * $clk_io_pct] -clock clk0 $non_clock_inputs
set_output_delay [expr $clk_period * $clk_io_pct] -clock clk0 [all_outputs]

===== ./design.v =====
module dram(CLK, RESET, ADDR, DATA, MW, Q, IOA, IOB, IOC, IOD, IOE, IOF, IOG);
  input        CLK;
  input        RESET;
  input  [7:0] ADDR;   
  input  [7:0] DATA;   
  input        MW;
  output [7:0] Q;
  input  [7:0] IOA;
  input  [7:0] IOB;
  input  [7:0] IOC;
  output [7:0] IOD;
  output [7:0] IOE;
  output [7:0] IOF;
  output [7:0] IOG;
  reg    [7:0] Q;
  reg    [7:0] IOreg [3:6]; 
  reg    [7:0] mem   [0:247];
  reg    [7:0] Q_IO;
  reg    [7:0] Q_mem;
  reg    [7:0] ADDR_IO;
  reg          MW_IO;
  reg          MW_mem;
  integer i;
  always @(*) begin
    Q_mem <= mem[ADDR];
  end
  always @(posedge CLK) begin
    if(RESET) begin
      mem[0]  <= 8'b0000_0000;   
      mem[1]  <= 8'b0000_0000;
      mem[2]  <= 8'b0000_1000;   
      mem[3]  <= 8'b0000_0000;
      mem[4]  <= 8'b0001_0111;   
      mem[5]  <= 8'b0000_0000;
      mem[6]  <= 8'b0010_0110;   
      mem[7]  <= 8'b0000_0000;
      mem[8]  <= 8'b0011_0101;   
      mem[9]  <= 8'b0000_0000;
      mem[10] <= 8'b0100_0100;   
      mem[11] <= 8'b0000_0000;
      mem[12] <= 8'b0101_0011;   
      mem[13] <= 8'b0000_0000;
      mem[14] <= 8'b0110_0010;   
      mem[15] <= 8'b0000_0000;
      mem[16] <= 8'b0111_0001;   
      mem[17] <= 8'b0000_0000;
      mem[18] <= 8'b1000_0000;   
      mem[19] <= 8'b0000_0000;
      mem[20] <= 8'b1000_1001;   
      mem[21] <= 8'b0000_0000;
      mem[22] <= 8'b1001_1000;   
      mem[23] <= 8'b0000_0000;
      mem[24] <= 8'b0000_0111;   
      mem[25] <= 8'b0000_0001;
      mem[26] <= 8'b0001_0110;   
      mem[27] <= 8'b0000_0001;
      mem[28] <= 8'b0010_0101;   
      mem[29] <= 8'b0000_0001;
      mem[30] <= 8'b0011_0011;   
      mem[31] <= 8'b0000_0001;
      mem[32] <= 8'b0100_0010;   
      mem[33] <= 8'b0000_0001;
      mem[34] <= 8'b0101_0001;   
      mem[35] <= 8'b0000_0001;
      mem[36] <= 8'b0110_0000;   
      mem[37] <= 8'b0000_0001;
      mem[38] <= 8'b0110_1001;   
      mem[39] <= 8'b0000_0001;
      mem[40] <= 8'b0111_1000;   
      mem[41] <= 8'b0000_0001;
      mem[42] <= 8'b1000_0111;   
      mem[43] <= 8'b0000_0001;
      mem[44] <= 8'b1001_0110;   
      mem[45] <= 8'b0000_0001;
      mem[46] <= 8'b0000_0101;   
      mem[47] <= 8'b0000_0010;
      mem[48] <= 8'b0001_0100;   
      mem[49] <= 8'b0000_0010;
      mem[50] <= 8'b0010_0011;   
      mem[51] <= 8'b0000_0010;
      mem[52] <= 8'b0011_0010;   
      mem[53] <= 8'b0000_0010;
      mem[54] <= 8'b0100_0001;   
      mem[55] <= 8'b0000_0010;
      mem[56] <= 8'b0101_0000;   
      mem[57] <= 8'b0000_0010;
      mem[58] <= 8'b0101_1001;   
      mem[59] <= 8'b0000_0010;
		for (i = 60; i < 248; i = i + 1) begin
			mem[i] <= 8'd0;
		end
		IOreg[3] <= 8'b0000_0000;
		IOreg[4] <= 8'b0000_0000;
		IOreg[5] <= 8'b0000_0000;
		IOreg[6] <= 8'b0000_0000;
    end
    else if(MW_IO == 1'b1) begin
      IOreg[ADDR_IO] <= DATA;
    end
    else if(MW_mem == 1'b1) begin
      mem[ADDR] <= DATA;
    end
  end
  assign IOD = IOreg[3];
  assign IOE = IOreg[4];
  assign IOF = IOreg[5];
  assign IOG = IOreg[6];
  always @(*) begin
    MW_mem  = 0;
    MW_IO   = 0;
    ADDR_IO = 0;
    Q       = 8'd0;
    case(ADDR)
      8'd249: begin
        ADDR_IO = 0;
        Q = IOA;
      end
      8'd250: begin
        ADDR_IO = 1;
        Q = IOB;
      end
      8'd251: begin
        ADDR_IO = 2;
        Q = IOC;
      end
      8'd252: begin
        ADDR_IO = 3;
        MW_IO = MW;
      end
      8'd253: begin
        ADDR_IO = 4;
        MW_IO = MW;
      end
      8'd254: begin
        ADDR_IO = 5;
        MW_IO = MW;
      end
      8'd255: begin
        ADDR_IO = 6;
        MW_IO = MW;
      end
      default: begin  
        if(MW) begin
          MW_mem = 1;
        end
        else begin
          Q = Q_mem;
        end
      end
    endcase
  end
endmodule

==> results_slide.txt <==
Physical Implementation Snapshot

Global routing
  – Largest net degree at the start of global routing: 97
  – Initial antenna violation count: 12
  – Total track usage: between 10% and 20%
  – First-pass GRT wire length: a little over 400000 um
  – Vias in the first global route: between 50000 and 60000
  – Total gr overflow: 0

Place
  – Placed insts: about 10000
  – DP HPWL: 183000 um
  – Gpl congestion: ~0.97
  – Post-DP Area: between 90000 and 100000 sq um
  – Port buffer count: between 80 and 90

Floorplanning
  – Cell Rows: just over 200
  – Die height: 556 um
  – Die area: between 300000 and 400000 sq um
  – Initial core utilization: a little under a third
  – Core area: around 300000 sq um
  – Die Wd: approximately 560 um
  – Ports: just over 80

Synthesis
  – Area leader share: approximately 68%
  – Synth warn: 1
  – # Cells Yosys: 6613
  – Mapped Cells: approximately 6600
  – Syn_area_per_cell: around 14 sq um
  – Unique cell types: about 62
  – Ys flop type: edfxtp_1
  – Synth area leader: edfxtp_1
  – Yosys Chip Area: between 90000 and 100000 sq um
  – Cell Area, Synth: about 92000 sq um
  – Top cells by area: edfxtp_1, mux4_2, nor2_1
  – Seq cells post-synth: ~2100
  – Sequential area share after synthesis: roughly 68%
  – Ys async rst share: 0%
  – EDFF count, synth: approximately 2100

Hold path
  – Hold Path Depth: 1
  – Worst Hold Class: in -> reg
  – Hold Startpoint: DATA[7]
  – Hold Path Sink: mem[252][7]$_DFFE_PP_

Worst setup path
  – Largest fanout on the critical path: 82
  – CP Data Arrival Time: ~7.2 ns
  – CP Capture Type: output port
  – Critical path class: in -> out
  – Crit path DRT: ~8.6 ns
  – Startpoint Class: primary input

Final timing
  – Max Transition Viols Final: 0
  – Final hold slack: ~1.8 ns
  – Fmax: 107 MHz
  – Slew of the pin with the lowest slew margin: 1.27 ns
  – Crit path time final: ~9.4 ns
  – Rel. slew slack: 14.7%
  – Post-layout period usage: around 90%
  – Final Hold Vio Count: 0
  – RSZ-0062 raised after global routing: no
  – Final setup vio count: 0
  – Fin Setup TNS: 0 ns

Drt
  – ANT nets after route: 0
  – Drt first pass iters: 7
  – Routed wire per std cell: roughly 27 um
  – Drt total wl: between 200000 and 300000 um
  – Drt drc: 0
  – Avg Vias per Cell: around 5.2
  – First-iteration detailed-routing DRC count: 3962
  – Total number of vias: approximately 56000

Clock network
  – Post-CTS Resized: 0
  – CTS hold repair buffers: 0
  – Num CTS Buffers: ~210
  – Root Buffer: clkbuf_16
  – H-tree levels: 4
  – TritonCTS clock tree: yes
  – Post-CTS setup buffers: 0
  – Clk pin slew, worst setup/hold paths: approximately 0.060 ns
  – Sink Count: between 2000 and 2500
  – CTS max path bufs: 4

Pwr
  – Net switching power: approximately 4 mW
  – Comb pwr share: between 7 and 8%
  – Clock Power Share: approximately 39%
  – Max IR drop VDD: approximately 140 uV
  – Cell-internal power: roughly 14 mW
  – Leakage: between 30 and 40 nW
  – Seq pwr share: between 50% and 60%
  – PD cells: between 150 and 200 nW/um^2
  – Sw frac: ~23%

Run
  – Max-Cap Viols: 0
  – Tool warnings: 26

Cells and area
  – Highest-count logic cell in the final layout: edfxtp_1
  – Top cells excl fill/tap: edfxtp_1, nor2_1, mux4_2
  – Design Area, Final: ~100000 sq um
  – Area Overhead vs Synth: 12.0%
  – Fin util: around 34%
  – Fin cells: between 10000 and 15000
  – Layout cells sized above 1: 14.3%

Run status
  – Status: completed
## power by group through the flow
stage         clock network, mW  registers (mW)  logic [mW]
finish                     6.91            9.46        1.33
global route               7.27            9.50        1.38
CTS                        6.99            9.46        1.31
## final cells by class
cell class | count | area, sq um
Timing Repair Buffer | 247 | 2160
Antenna cell | 14 | 35.0
Multi-Input combinational cell | 3951 | 27000
Sequential cell | 2080 | 62500
Inverter | 3 | 11.3
Fill cell | 28700 | 201000
Clock buffer | 256 | 5390
Tap cell | 4080 | 5100
Clock inverter | 110 | 868
## state kept, by name (all words and copies together), names as in the netlist
signal	count
IOreg	32
mem	2048
## layer usage
metal	up-vias	GRT usage, %	wire length [um]
met3	734	14.0	47000
li1	24000	-	-
met1	27800	21.6	92900
met2	3694	29.6	132000
met4	22	9.29	17200
met5	-	1.44	455
## kinds of logic (layout without fill, tap and decap cells)
group                  after synthesis  count (layout)  share of synthesized area, %
muxes                              648             648                          12.3
DFF                               2080            2080                          67.9
AOI/OAI and AO/OA                  703             703                          5.38
buffers and inverters              637             616                          3.28
other                                1              70                       0.00408
and+or+nand+nor                   2544            2544                          11.2
## critical path, stage by stage
cell and delay [ns]:
buf_8 0.29, buf_12 0.43, buf_4 0.55, or4b_1 0.35, o22ai_1 0.13, o21ai_0 0.52
o221ai_1 0.38, nor3_1 1.05, o211ai_1 0.58, clkdlybuf4s50_1 0.56
## synthesized netlist by cell type (all sizes together) (3+ instances only)
cell and instances:
a21oi 56, o21ai 82, a221o 7, o31ai 14, nor4b 7, inv 3, a221oi 18, a21o 249
a22oi 102, nor3 61, o22ai 66, o2bb2ai 7, nand4 26, clkbuf 379, or3 5, o211ai 10
nor2 1962, o221ai 7, a22o 22, a211o 7, nand2b 16, or2 7, edfxtp 2080, a31oi 8
mux4 376, and3 20, mux2i 212, buf 255, and2 37, nor2b 36, nand3 28, nand2 310
a211oi 43, mux2 60, nand4b 17
## through the flow
step                setup WS (ns)  total power [mW]
floorplan                    4.60              10.4
global placement             1.61              10.9
detailed placement           1.66              10.9
finish                       1.35              17.7
CTS                          1.66              17.8
global route                 1.39              18.2
## worst max-delay path by stage
stage	start	endpoint	slack, ns
global route	ADDR[0]	Q[2]	1.39
finish	ADDR[0]	Q[2]	1.35
CTS	ADDR[3]	Q[5]	1.66
No activity file was given, so power comes from the tool's default toggle rates.
