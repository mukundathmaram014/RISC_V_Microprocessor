[design/flow/config.mk]
export PLATFORM = sky130hd
export DESIGN_NAME = regfile
export DESIGN_NICKNAME = regfile
export VERILOG_FILES = /design/flow/design.v
export SDC_FILE = /design/flow/constraint.sdc
export NUM_CORES = 4
export LEC_CHECK = 1
export CORE_UTILIZATION = 40
[design/flow/run.sh]
#!/bin/bash
# OpenROAD 26Q1-2900-gdf79404cd8, Yosys 0.63+post, stock flow scripts
make -C /OpenROAD-flow-scripts/flow DESIGN_CONFIG=/design/flow/config.mk WORK_HOME=/design/flow/orfs finish
[design/flow/constraint.sdc]
current_design regfile

set clk_period 3.4
set clk_io_pct 0.2

create_clock -name clk0 -period $clk_period [get_ports {CLK}]

set non_clock_inputs [all_inputs -no_clocks]
set_input_delay [expr $clk_period * $clk_io_pct] -clock clk0 $non_clock_inputs
set_output_delay [expr $clk_period * $clk_io_pct] -clock clk0 [all_outputs]
[design/flow/design.v]
module regfile (CLK, RESET, SA, SB, LD, DR, D_in, DataA, DataB);
    input CLK, RESET;
    input [2:0] SA, SB;
    output [7:0] DataA, DataB;
    input LD;
    input [2:0] DR;
    input [7:0] D_in;
    reg [7:0] storage [7:0];
    assign DataA = storage[SA];
    assign DataB = storage[SB];
    integer i;
    always @(posedge CLK) begin
        if (RESET)
            for (i = 0; i < 8; i = i + 1)
                storage[i] <= 8'd0;
        else if (LD)
            storage[DR] <= D_in;
    end
endmodule
==> impl_metrics.py <==
# Physical implementation metrics
metrics = {
    "outcome": {
        "status": "finished clean",
    },
    "sta": {
        "period_minus_slack_ns": 3.33,
        "fin_tns_setup_ns": 0,
        "fin_ws_ns": 0.0678,
        "relSlewSlack": 0.498,
        "setup_violations": 0,
        "rsz0062_at_grt": "no",
        "fmax_ghz": 0.300,
        "finalCritPeriodShare": 0.980,
        "hold_viol_final": 0,
        "drv_slew": 0,
        "tightestPinTransition_ns": 0.751,
    },
    "grt": {
        "grt_pass1_vias": 2284,
        "antenna_found_initial": 0,
        "grt_pass1_wl_mm": 12.5,
        "grt_max_degree": 23,
        "grt_usage": 0.208,
        "overflow": 0,
    },
    "drt": {
        "routed_via_density": 5.85,
        "wl_mm": 8.38,
        "drc_errors": 0,
        "first_pass_iters": 4,
        "drt_iter0_markers": 71,
        "ant_nets": 0,
        "n_antenna_cell": 0,
        "vias": 2204,
        "routedWlPerCell_um": 22.2,
    },
    "pwr": {
        "cellLeakagePower_nw": 1.47,
        "p_clk_frac": 0.386,
        "p_per_area_nw_per_um2": 465,
        "p_seq_frac": 0.465,
        "ir_worst_vdd_uv": 226,
        "p_comb_frac": 0.148,
        "swShare": 0.217,
        "p_int_w": 0.00158,
        "power_switching_w": 0.000438,
    },
    "clock_network": {
        "path_clk_slew_ns": 0.07,
        "cts_tree": "built",
        "holdBufCountCts": 0,
        "cts_buffers": 9,
        "clockBufferDepth": 2,
        "root_buffer": "clkbuf_8",
        "clock_sinks": 64,
        "cts.htree.levels": 3,
        "cts_resized": 0,
        "post_cts_buffers": 0,
    },
    "floorplanning": {
        "chip_area_um2": 9240,
        "num_io_pins": 36,
        "initCoreUtil": 0.423,
        "die_w_um": 96.1,
        "fp-row-count": 33,
        "core_area_um2": 8380,
        "die_h_um": 96.1,
    },
    "critical_path": {
        "cp.required_ns": 2.72,
        "critPathLaunch": "SB[0]",
        "cp-endpoint": "DataB[5]",
        "slowest_stage": "mux4_1",
        "critical_path.max_fanout": 16,
        "startpoint_type": "primary input",
        "cp-end-kind": "output pin",
        "cp.arrival_ns": 2.65,
        "cp_common_cell": "clkdlybuf4s50_1",
        "critical_path_class": "in -> out",
        "worstPathCellList": "clkdlybuf4s50_1 -> buf_12 -> mux4_1 -> mux2_2 -> clkdlybuf4s50_1",
        "slowest_delay_ns": 0.61,
    },
    "synth": {
        "flop_cell": "edfxtp_1",
        "synth-edff-count": 64,
        "ys_cells": 222,
        "synth_area_um2": 3540,
        "top_cell_area_share": 0.542,
        "synth_cells": 222,
        "ys_seq_share": 0.542,
        "syn_avg_cell_area_um2": 16.0,
        "synthArstFlopShare": 0,
        "area_leaders": "edfxtp_1 54%, mux4_1 21%, nor3_1 9.0%",
        "largest_area_cell": "edfxtp_1",
        "ys.flops": 64,
        "yosysWarnings": 1,
        "synth_chip_area_um2": 3540,
        "synth.distinct_cells": 17,
        "top_cells_by_count": "64 x edfxtp_1, 64 x nor3_1, 29 x mux4_1",
    },
    "placement": {
        "placement.io_buffers": 35,
        "place_area_um2": 4080,
        "place_congestion": 0.798,
        "pre_cts_slack_ns": 0.0604,
        "dp_hpwl_mm": 5.43,
    },
    "flow_run": {
        "maxCapViolCount": 0,
        "warnings": 25,
    },
    "finish": {
        "top_regs": "storage (64)",
        "largest_register_ffs": 64,
        "postLayoutCoreUtil": 0.518,
        "drive_gt1_frac": 0.217,
        "stdcell_area_um2": 4340,
        "top_register": "storage",
        "syn2layout_area_growth_pct": 22.4,
    },
    "hold_path": {
        "hp-class": "in -> reg",
    },
}
[cells in the final DEF (no fill, tap or decap), drive strengths merged, types with 2 or more instances in the layout]
master / instances
nor3: 64
mux4: 32
edfxtp: 64
clkdlybuf4s50: 34
buf: 22
clkbuf: 11
bufinv: 3
clkinv: 10
o21bai: 8
mux2: 16
nand2b: 2
[worst max-delay path: cells and delay by family]
| kind | cells | cell delay, ns |
|---|---|---|
| buffers and inverters | 3 | 1.08 |
| muxes | 2 | 0.89 |
[kinds of logic after synthesis]
logic type	count (synthesis)	share of synthesized area
and+or+nand+nor	70	0.101
DFF	64	0.542
muxes	48	0.285
buffers and inverters	32	0.0547
AOI/OAI and AO/OA	8	0.0169
[cell type report]
type,count,area [µm²]
Inverter,8,30.0
Clock inverter,6,108
Multi-Input combinational cell,126,1430
Sequential cell,64,1920
Timing Repair Buffer,58,593
Fill cell,716,4040
Clock buffer,10,128
Tap cell,105,131
[power by group through the flow]
| stage | registers [W] | logic (W) | clock network (W) |
|---|---|---|---|
| CTS | 0.000940 | 0.000300 | 0.000783 |
| global route | 0.000945 | 0.000323 | 0.000813 |
| finish | 0.000939 | 0.000299 | 0.000779 |
[worst min path at each step]
| stage | slack (ns) | from | cells past startpoint | endpoint |
|---|---|---|---|---|
| after CTS | 1.10 | D_in[0] | 3 | storage[6][0]$_SDFFCE_PN0P_ |
| after global routing | 1.13 | D_in[4] | 3 | storage[0][4]$_SDFFCE_PN0P_ |
| final | 1.11 | D_in[0] | 3 | storage[0][0]$_SDFFCE_PN0P_ |
[metal layers]
metal / track usage / vias up / share of wire
li1: - / 1013 / -
met1: 0.311 / 1078 / 0.41
met2: 0.316 / 102 / 0.48
met3: 0.0884 / 11 / 0.095
met4: 0.0373 / 0 / 0.018
met5: 0 / - / 0
[stage by stage]
stage / hold slack, ns / total power [W] / cells
after global routing: 1.13 / 0.00208 / 377
final: 1.11 / 0.00202 / 377
after floorplan: 1.01 / 0.00111 / 222
after CTS: 1.10 / 0.00202 / 376
after detailed placement: 1.47 / 0.00125 / 360
after global placement: 1.47 / 0.00125 / 360
Power figures rest on the tool's default switching activity, not on a simulated workload.
