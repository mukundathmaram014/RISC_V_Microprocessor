<file path="./run.sh">
#!/bin/bash
# OpenROAD 26Q1-2900-gdf79404cd8, Yosys 0.63+post, stock flow scripts
make -C /OpenROAD-flow-scripts/flow DESIGN_CONFIG=/design/flow/config.mk WORK_HOME=/design/flow/orfs finish
</file>
<file path="./config.mk">
export PLATFORM = sky130hd
export DESIGN_NAME = iram
export DESIGN_NICKNAME = iram
export VERILOG_FILES = /design/flow/design.v
export SDC_FILE = /design/flow/constraint.sdc
export NUM_CORES = 4
export LEC_CHECK = 1
export CORE_AREA = 10 10 70 70
export DIE_AREA = 0 0 80 80
</file>
<file path="./constraint.sdc">
current_design iram

set clk_period 3.0
set clk_io_pct 0.2

create_clock -name clk0 -period $clk_period [get_ports {CLK}]

set non_clock_inputs [all_inputs -no_clocks]
set_input_delay [expr $clk_period * $clk_io_pct] -clock clk0 $non_clock_inputs
set_output_delay [expr $clk_period * $clk_io_pct] -clock clk0 [all_outputs]
</file>
<file path="./design.v">
module iram(CLK, RESET, ADDR, Q);
  input         CLK;
  input         RESET;
  input  [7:0]  ADDR;
  output [15:0] Q;
  reg    [15:0] mem[0:127];  
  wire   [6:0]  saddr;
  integer       i;
  assign saddr = ADDR[7:1];
  assign Q = mem[saddr];
  always @(posedge CLK) begin
    if(RESET) begin
      mem[0]   <= 16'b 1111010010010001;    
      mem[1]   <= 16'b 1111001001001001;    
      mem[2]   <= 16'b 0101010010111111;    
      mem[3]   <= 16'b 1111010010010000;    
      mem[4]   <= 16'b 0101010010111111;    
      mem[5]   <= 16'b 0101010010111111;    
      mem[6]   <= 16'b 1111010001010001;    
      mem[7]   <= 16'b 0101010010000011;    
      mem[8]   <= 16'b 0100010001000000;    
      mem[9]   <= 16'b 0101001001000001;    
      mem[10]  <= 16'b 0100010001000000;    
      mem[11]  <= 16'b 0101001001000001;    
      mem[12]  <= 16'b 0100010001000000;    
      mem[13]  <= 16'b 0101001001000001;    
      mem[14]  <= 16'b 0100010001000000;    
      mem[15]  <= 16'b 0101001001000001;    
      mem[16]  <= 16'b 0100010001000000;    
      mem[17]  <= 16'b 0101001001000001;    
      mem[18]  <= 16'b 0100010001000000;    
      for(i = 19; i < 128; i = i + 1) begin
        mem[i] <= 16'b0000000000000000;
      end
    end
  end
endmodule
</file>
==> flow_results.org <==
#+TITLE: Physical design notes

** Placement
- Including well taps, the total number of placed cells is 111.
- Weighted congestion reported at the end of routability-driven placement :: 0.848
- Post-place setup slack :: just under 0.07 ns
- DP HPWL :: 933 um
- The placement stage leaves a total instance area of between 500 and 600 um^2.
- Buffers placed on the I/O ports in this run total 21.

** Clock tree
- In this run, post-CTS hold repair placed 0 buffers.

** Flow run
- The stage logs contain a warning count of 30.
- Count of maximum capacitance violations :: 0

** Final layout
- Counting only logic cells after layout, the most numerous master is clkdlybuf4s50_1.
- In the final layout, flip-flops and latches occupy 0 um^2.
- Number of inserted filler cells in the final layout :: around 390
- The design has 0 sequential cells.
- The post-route utilization of the core is recorded as 0.160.
- Synthesis-to-finish area growth :: 99.5%
- Share of layout cells above drive strength 1 :: 0.185
- Most frequent cells in the layout :: clkdlybuf4s50_1, nor2_1, buf_4
- Post-layout instance count excluding filler cells :: 111
- In the final layout, the clock buffer count is 0.
- The layout stage reports a final design area of 547 um^2.

** Logic synthesis
- The cell type that accounts for the most area after synthesis is buf_4.
- Main kind of combinational logic by area :: simple AND/OR/NAND/NOR gates
- The Yosys step of the flow raised 2 warnings.
- Count of mapped cells out of synthesis :: 45
- Number of unique standard cell types used by synthesis :: 23
- After synthesis, the chip area reported by Yosys is 274 um^2.
- By area the synthesized netlist is led by buf_4, nor2_1, a21oi_1.
- Yosys adder share :: 0
- Summing all multiplexer cells gives an area fraction of 0.0365.
- The cell-mix breakdown from Yosys lists the simple-gate area share as 0.370.
- Post-Syn Area :: 274 um^2
- The area fraction of the largest cell type after synthesis is 0.137.
- Of the total synthesized cell area, the portion taken by AND-OR and OR-AND cells is 0.297.
- Yosys xor share :: 0.0959
- The share of the Yosys chip area taken by registers is 0.
- Yosys cell count :: between 40 and 50
- Dividing the synthesized area by the synthesized cell count gives 6.09 um^2.

** Final timing
- Upper clock frequency limit :: 343 MHz
- The critical path in the final layout is reported with a setup slack of between 0.08 and 0.09 ns.
- Adding up every negative setup slack in the final design gives 0 ns.
- Final number of hold-violating endpoints :: 0
- Hold is met by 2.24 ns.
- Final clock period utilization by the worst path :: 0.973
- Max-slew check failures listed in the final report amount to 0.
- Finish-stage setup viols :: 0
- The smallest clock period supported by the final layout is computed as 2.92 ns.

** Drt
- Iteration-0 DRC Markers :: 83
- Across all layers, the routed design uses ~360 vias.
- The repair_antennas step left the layout with diodes totalling 0.
- The first detailed-routing pass ran for 4 iterations.
- Post-DR wirelength/cell :: 9.66 um
- Sum of routed wire length over all layers :: 1.07 mm
- Vias per inst :: about 3.3
- After detailed routing, the number of remaining DRC violations is 0.
- The detail route stage leaves a number of antenna-violating nets equal to 0.

** Power
- Part of the total power dissipated in the clock network :: 0
- Combinational power share :: 1.000
- Internal power :: 31.1 uW
- The final power report lists total power as 52.2 uW.
- Total power per unit cell area :: ~95 nW/um^2
- The net switching power in the latest report is 21.1 uW.
- Proportion of power drawn by flip-flops and latches :: 0
- In this run the VDD rail shows a maximum IR drop of 11.6 uV.
- Switching power as a fraction of the total was reported as 0.404.
- Leak Pwr :: 0.204 nW

** Die
- Number of rows in the core area :: 21
- The die covers ~6400 um^2.
- In this run the standard cell core region covers ~3400 um^2.
- In the floorplan report the effective utilization is 0.0802.
- DIE HEIGHT :: 80 um
- 26 I/O pins were placed.
- Die outline width :: 80 um

** Setup path
- The worst setup path is launched from an input port.
- According to the timing report, the arrival time at the worst endpoint equals ~2.3 ns.
- In this run the worst path has a maximum fanout of 6.
- STA puts the critical path data required time at 2.40 ns.
- Type of the worst setup path :: input port to output port
- Kind of capture point of the worst setup path :: output port

** Min path
- Worst hold-check path type :: input port to output port

** Global routing
- Entering global routing, the biggest net connects 13 pins.
- The via count of the first global-routing pass came to 315.
- Global routing finished with a remaining overflow of 0.
- GR Util All Layers :: 0.0286
- The first global-routing pass estimated 1.54 mm of wire.
- Initial antenna violation count :: 0

** Run status
- The flow ran to the end, and the final reports show no timing, DRC or antenna violations.
power groups by stage:
stage / clock network, mW / registers (mW) / logic (mW)
CTS: 0 / 0 / 0.0519
global route: 0 / 0 / 0.0579
finish: 0 / 0 / 0.0522
cells by family after synthesis:
group                     after synthesis
muxes                                   1
xor gates and xnor gates                3
and+or+nand+nor                        19
AOI/OAI and AO/OA                      13
other                                   1
buffers and inverters                   8
timing repair:
item,CTS,global route
gates resized,0,2
setup endpoints to repair,0,2
buffers inserted,0,0
layer usage:
layer  up-vias  GRT usage  routed length [um]
met3         0     0.0102                 131
met2        14     0.0465                 510
met5         -          0                   0
met1       158     0.0376                 430
li1        191          -                   -
met4         0          0                   0
area by class of cell:
class,instances,area [um^2],share of cell area
timing repair buffer,26,248,0.453
multi-input combinational,38,238,0.435
tap,46,57.6,0.105
inverter,1,3.75,0.00686
critical path, stage by stage:
cell	delay (ns)
clkdlybuf4s50_1	0.43
buf_4	0.16
or3_2	0.45
a31oi_2	0.19
clkdlybuf4s50_1	0.48
synth_stat cells:
master and count:
nor2_1 8, buf_4 5, a21oi_1 4, a31oi_1 3
o21ai_0 3, and2b_2 2, buf_2 2, nand2_1 2
xor2_1 2, a211o_1 1, a221oi_1 1, and2b_1 1
conb_1 1, inv_2 1, mux2i_1 1, nand2b_1 1
nor2b_1 1, nor3_1 1, o211a_1 1, or2_2 1
or3_2 1, or4_1 1, xnor2_1 1
path summary, 6_finish.rpt:
path / start / end / slack, ns / depth (start not counted)
worst max-delay path: ADDR[5] / Q[0] / 0.08 / 5
worst min-delay path: ADDR[6] / Q[9] / 2.24 / 4
Power is estimated from default activity; no workload was simulated.
